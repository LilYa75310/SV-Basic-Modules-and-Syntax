$ cat flow/constraint.sdc
current_design NbitAdderSubtractor3

set clk_period 6.3
set clk_io_pct 0.2

create_clock -name clk0 -period $clk_period

set non_clock_inputs [all_inputs -no_clocks]
set_input_delay [expr $clk_period * $clk_io_pct] -clock clk0 $non_clock_inputs
set_output_delay [expr $clk_period * $clk_io_pct] -clock clk0 [all_outputs]
$ cat flow/config.mk
export PLATFORM = sky130hd
export DESIGN_NAME = NbitAdderSubtractor3
export DESIGN_NICKNAME = NbitAdderSubtractor3
export VERILOG_FILES = /design/flow/design.v
export SDC_FILE = /design/flow/constraint.sdc
export NUM_CORES = 4
export LEC_CHECK = 1
export CORE_AREA = 10 10 83 83
export DIE_AREA = 0 0 93 93
$ cat flow/run.sh
#!/bin/bash
# OpenROAD 26Q1-2900-gdf79404cd8, Yosys 0.63+post, stock flow scripts
make -C /OpenROAD-flow-scripts/flow DESIGN_CONFIG=/design/flow/config.mk WORK_HOME=/design/flow/orfs finish
$ cat flow/design.v
module NbitAdderSubtractor3
  #(parameter NBIT = 10)
  (input logic [NBIT-1:0]firstByte_i, secondByte_i,
   output logic [NBIT-1:0] result_o);  
  logic [NBIT-1:0] firstByte_complement, secondByte_complement, result_complement;
  always_comb
    begin
    if(firstByte_i[NBIT-1]==1)
      firstByte_complement = ~firstByte_i + 1;
  	else
      firstByte_complement = firstByte_i;
  	if(secondByte_i[NBIT-1]==1)
      secondByte_complement = ~secondByte_i + 1;
  	else
      secondByte_complement = secondByte_i;
    end
  assign result_complement = firstByte_complement + secondByte_complement;
  assign result_o = result_complement;
endmodule
==> results.ini <==
[status]
status = completed

[cells_and_area]
flop_area_um2 = 0
final_area_um2 = 1130
area.growth.synth_to_final_pct = 50.8
drive_gt1_share_pct = 4.55
ff_count = 0
clockBufferCount = 0

[timing]
fin_crit_ns = 5.63
rsz0062_at_grt = false
setup_ws_ns = 0.667
slew-limit-headroom_pct = 75.8
finalSetupViolCount = 0
hold_slack_ns = 3.69
fin_tns_setup_ns = 0
final_hold_viol_count = 0
drv_slew = 0
worst_pin_slew_ns = 0.358
timing.final.crit_share_pct = 89.4
clock.fmax_mhz = 178

[die]
die_w_um = 93
chipArea_um2 = 8650
die_h_um = 93
coreArea_um2 = 5140
rows = 26
io_pins = 30
core_util_floorplan_pct = 14.6

[detailed_routing]
drc = 0
drt_iter0_drc = 30
n_antenna_cell = 0
first_pass_iters = 4
wl_per_cell_um = 10.9
postRouteAntennaNets = 0
detail_route.wirelength_um = 2190
vias_per_cell = 3.81
vias = 770

[global_route]
grt.total_usage_pct = 5.05
grt_overflow = 0
antenna_found_initial = 0
grt_max_degree = 11
grt_use_met2_pct = 8.82
grt_first_pass_wirelength_um = 3680
grtUsageMet1_pct = 6.59
busiest_layer = met2
grt_pass1_vias = 769
use_met3_pct = 1.13

[worst_setup_path]
cpMaxStageDelayCell = or4_2
crit_buf_inv = 2
crit_cells = 10
critPathKind = in2out
cp.arrival_ns = 4.37
cpPeakStageDelay_ns = 0.67
crit_end = result_o[8]
path_max_fanout = 6
crit_family = buffers and inverters
critical_path.cell_chain = clkdlybuf4s50_1 -> or4_2 -> o21ai_0 -> xnor2_1 -> ha_1 -> o2111ai_1 -> nand3_1 -> o41ai_1 -> xnor2_1 -> clkdlybuf4s50_1
end_kind = output pin
cp.required_ns = 5.04
crit_start = firstByte_i[0]
crit_path_start_kind = primary input

[pwr]
p_leak_nw = 0.437
p_switching_uw = 59.8
seqPwrFrac_pct = 0
irDropWorstVdd_mv = 0.0605
power_density_nw_per_um2 = 137
p_int_uw = 94.6
p_comb_share_pct = 100.0
swShare_pct = 38.7
clock_power_share_pct = 0

[synth]
avgSynthCellArea_um2 = 7.21
synth_stat.cells = 104
yosys-top-cells-count = xnor2_1 (21), ha_1 (11), nand2_1 (11)
ys_area_um2 = 749
syn_inst = 104
synth_top_cell_by_count = xnor2_1
syn_area_um2 = 749
yosys_warnings = 1
yosys.cell_types.count = 29
yosys.area.top_type = xnor2_1
top_cells_by_area = xnor2_1 (25%), ha_1 (18%), nand2_1 (5.5%)
yosysSeqAreaShare_pct = 0
yosys.area.top_type_share_pct = 24.5

[placed_design]
place_area_um2 = 1130
gp_congestion = 0.802
post-place-ws_ns = 0.652
dpl.hpwl_um = 1990
io_buffers = 30

[clocking]
cts-resized-gates = 0
cts_setup_buffers = 0
holdBufCountCts = 0

[worst_hold_path]
holdCritPathClass = in2out

[run]
warnings = 32
cap_violations = 0

per-stage QoR:
stage                     total power [mW]  cells  utilization [%]
after floorplan                     0.0763    104                -
after global placement               0.158    202             22.0
after detailed placement             0.157    202             22.0
after CTS                            0.159    202             22.0
after global routing                 0.177    202             22.0
final                                0.154    202             22.0
power by group through the flow:
stage / clock, mW / sequential (mW) / combinational (mW)
finish: 0 / 0 / 0.154
global route: 0 / 0 / 0.177
CTS: 0 / 0 / 0.159
kinds of logic after synthesis:
kind of cell / after synthesis / synth area share, %
AND/OR/NAND/NOR: 34 / 23.9
XOR/XNOR: 23 / 26.9
buffers and inverters: 11 / 5.51
AND-OR/OR-AND: 24 / 22.7
adder cells (fa/ha/maj): 12 / 21.0
layout make-up:
| cell class | instances | area, um^2 |
|---|---|---|
| timing repair buffer | 30 | 300 |
| inverter | 9 | 33.8 |
| tap | 70 | 87.6 |
| fill | 599 | 4010 |
| multi-input combinational | 93 | 708 |
placed cells by master (no fill, tap or decap), types with 3 or more instances in the layout:
cell type / Yosys / final
inv_1: 9 / 9
a21oi_1: 3 / 3
a21o_1: 3 / 3
nand2_1: 11 / 11
nor3_1: 3 / 3
ha_1: 11 / 11
clkdlybuf4s50_1: 0 / 30
o31ai_1: 4 / 4
xnor2_1: 21 / 21
nor2_1: 8 / 8
o21ai_0: 7 / 7
tightest hold or removal path: cells and delay by family:
kind | cells | cell delay, ns
buf+inv | 2 | 1.01
fa+ha+maj | 1 | 0.16
metal layers:
metal  share of wire, %  wire length (um)  up-vias
met2                 47              1030       18
met4                  0                 0        0
met1                 47              1040      325
met3                5.6               123        0
met5                  0                 0        -
li1                   -                 -      427
worst min path at each step:
stage,to,start,cells past startpoint
5_1_grt,result_o[0],secondByte_i[0],3
6_report,result_o[0],secondByte_i[0],3
4_1_cts,result_o[0],secondByte_i[0],3
Power figures rest on the tool's default switching activity, not on a simulated workload.

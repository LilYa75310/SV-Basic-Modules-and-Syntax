<file path="/design/flow/config.mk">
export PLATFORM = sky130hd
export DESIGN_NAME = array_multiplier_4x4
export DESIGN_NICKNAME = array_multiplier_4x4
export VERILOG_FILES = /design/flow/design.v
export SDC_FILE = /design/flow/constraint.sdc
export NUM_CORES = 4
export LEC_CHECK = 1
export CORE_AREA = 10 10 70 70
export DIE_AREA = 0 0 80 80
</file>
<file path="/design/flow/design.v">
module array_multiplier_4x4 (
  input [3:0] a_i,  
  input [3:0] b_i,  
  output [7:0] product_o  
);
  genvar i, j;
  logic [3:0][3:0] pp;
  logic [3:0][7:0]eachProdOfBit;
  generate
    for(i=0; i<4;i++) begin: forGenPartProd_pp
      for(j=0; j<4;j++) begin: forGenPartProd_pp
        assign pp[i][j] = a_i[i] & b_i[j];
      end
    end
  endgenerate
  generate
    for(i=0; i<4;i++) begin: forGendigitForSum
      assign eachProdOfBit[i][7:0] = pp[i][3:0] << i;  
    end
  endgenerate
  assign product_o = eachProdOfBit[0][7:0] + eachProdOfBit[1][7:0] + eachProdOfBit[2][7:0]+ eachProdOfBit[3][7:0];
endmodule
</file>
<file path="/design/flow/run.sh">
#!/bin/bash
# OpenROAD 26Q1-2900-gdf79404cd8, Yosys 0.63+post, stock flow scripts
make -C /OpenROAD-flow-scripts/flow DESIGN_CONFIG=/design/flow/config.mk WORK_HOME=/design/flow/orfs finish
</file>
<file path="/design/flow/constraint.sdc">
current_design array_multiplier_4x4

set clk_period 4.5
set clk_io_pct 0.2

create_clock -name clk0 -period $clk_period

set non_clock_inputs [all_inputs -no_clocks]
set_input_delay [expr $clk_period * $clk_io_pct] -clock clk0 $non_clock_inputs
set_output_delay [expr $clk_period * $clk_io_pct] -clock clk0 [all_outputs]
</file>
==> impl_metrics.env <==
# implementation run metrics
export IMPL_setup_violations=0
export IMPL_viasPerCell=3.283
export IMPL_initial_core_util=0.1128
export IMPL_numPortBuffers=16
export IMPL_placementRows=21
export IMPL_path_class="in2out"
export IMPL_drt_wirelength_per_cell_um=9.212
export IMPL_die_h_um=80
export IMPL_ys_warn_count=0
export IMPL_drc=0
export IMPL_yosys_cells=42
export IMPL_grt_pass1_vias=383
export IMPL_routed_wirelength_um=1041
export IMPL_fmax_mhz=227.6
export IMPL_gp_congestion=0.8519
export IMPL_drt_iter0_markers=15
export IMPL_nFlopsAndLatches=0
export IMPL_seq_area_um2=0
export IMPL_tns_ps=0
export IMPL_die_w_um=80
export IMPL_drt_pass1_iterations=4
export IMPL_dp_hpwl_um=899.1
export IMPL_antenna_found_initial=0
export IMPL_grt_start_max_net_pins=5
export IMPL_timing_final_crit_share=0.9762
export IMPL_tightest_slew_ps=174.6
export IMPL_clkbuf_count=0
export IMPL_hp_class="in2out"
export IMPL_hold_depth=5
export IMPL_dp_slack_ps=-694.6
export IMPL_synth_area_top_cells="ha_1 32%, fa_1 26%, and2_1 19%"
export IMPL_final_instance_count_excl_fill=113
export IMPL_finalCoreUtilization=0.1993
export IMPL_hold_violations=0
export IMPL_cellPowerDensity_mw_per_mm2=118.2
export IMPL_relSlewSlack=0.8828
export IMPL_fin_area_um2=680.7
export IMPL_diodes=0
export IMPL_ir_drop_v=0.00002402
export IMPL_rsz0062_at_grt="false"
export IMPL_ys_seq_share=0
export IMPL_drive_above_1_share=0.3731
export IMPL_finalWorstSetupSlack_ps=107.3
export IMPL_core_area_mm2=0.003416
export IMPL_maxCapViolCount=0
export IMPL_lay_top_cells="9 x and2_1, 9 x buf_4, 8 x ha_1"
export IMPL_grtUsageTotal=0.03284
export IMPL_synth_area_per_cell_um2=9.175
export IMPL_power_mw=0.08044
export IMPL_netlist_area_leader_share=0.3247
export IMPL_synth_area_um2=385.4
export IMPL_ys_area_um2=385.4
export IMPL_tool_warnings=32
export IMPL_dpl_cell_area_um2=663.1
export IMPL_die_area_mm2=0.006400
export IMPL_slew_violations=0
export IMPL_outcome="finished clean"
export IMPL_crit_fanout=2
export IMPL_dpl_cell_count=112
export IMPL_worstPathRequired_ps=3600
export IMPL_worstHoldStart="b_i[3]"
export IMPL_synth_cell_types=10
export IMPL_vias=371
export IMPL_synth_cells=42
export IMPL_syn_to_final_growth_pct=76.62
export IMPL_end_kind="primary output"
export IMPL_hold_ws_ps=2382
export IMPL_holdPathEnd="product_o[7]"
export IMPL_period_needed_ps=4393
export IMPL_top_area_cell="ha_1"
export IMPL_ant_nets=0
export IMPL_leakagePower_nw=0.3683
export IMPL_boundaryPins=16
export IMPL_overflow=0
export IMPL_grt_pass1_wl_um=1773
export IMPL_critPathArrivalTime_ps=3490
export IMPL_critPathLaunchType="primary input"
-- cell type report --
cell class	count	area, µm²
timing repair buffer	25	203.9
tap	46	57.56
multi-input combinational	38	404.1
fill	389	2735
inverter	4	15.01
-- cells in the mapped netlist --
cell	instances
and2_1	12
ha_1	10
fa_1	5
inv_1	4
nand2_1	4
a21o_1	2
xnor2_1	2
a21oi_1	1
a21oi_2	1
xor2_1	1
-- worst max-delay path, stage by stage --
cell and delay (ps):
dlygate4sd2_1 250, and2_4 140, fa_1 510, inv_2 40, fa_1 490, inv_1 40
ha_2 190, fa_2 360, a21o_1 170, a21oi_2 120, xnor2_1 150, buf_2 130
-- where the power goes --
part           internal (mW)  switching, mW  leakage (nW)
registers                  0              0             0
logic                 0.0505         0.0299         0.368
clock network              0              0             0
-- cell families (layout without fill, tap and decap cells) --
kind of cell / after synthesis / in the layout / share of synthesized area
AND-OR/OR-AND: 4 / 4 / 0.07466
XOR/XNOR: 3 / 3 / 0.06819
adder cells (fa/ha/maj): 15 / 15 / 0.5844
buffers and inverters: 4 / 29 / 0.03895
AND/OR/NAND/NOR: 16 / 16 / 0.2337
-- worst max-delay path by stage --
| stage | slack, ps | end | cells after the start | start |
|---|---|---|---|---|
| finish | 110 | product_o[7] | 12 | b_i[1] |
| global route | 9 | product_o[7] | 12 | b_i[1] |
| CTS | 2 | product_o[6] | 11 | b_i[2] |
-- repair_timing --
item	in CTS	in global routing
hold buffers	0	0
setup buffers	0	1
resized	21	12
endpoints found under the setup margin	4	2
pin swaps	1	8
-- routing by layer --
metal,vias up,GRT usage,wire length [µm]
met5,-,0,0
met1,171,0.05338,552
met2,13,0.04013,353
li1,187,-,-
met3,0,0.01364,136
met4,0,0,0
No activity file was given, so power comes from the tool's default toggle rates.

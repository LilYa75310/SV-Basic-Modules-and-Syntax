--- config.mk ---
export PLATFORM = sky130hd
export DESIGN_NAME = NbitAdderSubtractor2
export DESIGN_NICKNAME = NbitAdderSubtractor2
export VERILOG_FILES = /design/flow/design.v
export SDC_FILE = /design/flow/constraint.sdc
export NUM_CORES = 4
export LEC_CHECK = 1
export CORE_AREA = 10 10 70 70
export DIE_AREA = 0 0 80 80
export SYNTH_HDL_FRONTEND = slang
--- design.v ---
module NbitAdderSubtractor2
  #(parameter NBIT = 10)
  (input logic [NBIT-1:0]firstByte_i, secondByte_i,
   input logic sub_i,
   output logic [NBIT-1:0] result_o);  
  logic carryBit;
  logic [NBIT-1:0] secondByte_complement;
  assign carryBit = sub_i;
  always_comb
    if(sub_i)
      begin
       secondByte_complement = ~secondByte_i + carryBit;
       result_o = firstByte_i + secondByte_complement;
      end
    else
      result_o = firstByte_i + secondByte_i;
endmodule
--- run.sh ---
#!/bin/bash
# OpenROAD 26Q1-2900-gdf79404cd8, Yosys 0.63+post, stock flow scripts
make -C /OpenROAD-flow-scripts/flow DESIGN_CONFIG=/design/flow/config.mk WORK_HOME=/design/flow/orfs finish
--- constraint.sdc ---
current_design NbitAdderSubtractor2

set clk_period 6.6
set clk_io_pct 0.2

create_clock -name clk0 -period $clk_period

set non_clock_inputs [all_inputs -no_clocks]
set_input_delay [expr $clk_period * $clk_io_pct] -clock clk0 $non_clock_inputs
set_output_delay [expr $clk_period * $clk_io_pct] -clock clk0 [all_outputs]
==> flow_summary.yaml <==
# flow metrics
grt:
  grt_pass1_wl_um: 3760
  grt_pass1_vias: 885
  antenna_found_initial: 0
  grt_max_degree: 17
  grtUsageTotal: 0.0671
  grt_overflow: 0
routing:
  drt_iter0_drc: 61
  wl_um: 2150
  wire_per_inst_um: 11.6
  drt_pass1_iterations: 4
  ant_nets: 0
  num_antenna_cells: 0
  drt-vias-per-instance: 4.56
  drc: 0
  vias: 844
cts:
  cts_resized: 0
  postCtsHoldBufs: 0
  cts_setup_buffers: 0
die:
  die_x_um: 80
  placementRows: 21
  core_region_area_sq_um: 3420
  ios: 31
  die_h_um: 80
  fp_util: 0.236
  chip_area_sq_um: 6400
timing:
  drv_slew: 0
  rsz0062_at_grt: "false"
  fmax_mhz: 183
  finalSetupTns_ps: 0
  post-route-min-period_ps: 5450
  period_used_share: 0.826
  finalHoldViolCount: 0
  tightest_slew_ps: 608
  finalSetupViolCount: 0
  maxSlewHeadroom: 0.595
worst_setup_path:
  critPathMaxStageDelay_ps: 850
  path_cells: "clkdlybuf4s50_1, a21oi_1, fa_1, nand2b_1, a21oi_1, o21ai_0, a221oi_1, xnor2_1, clkdlybuf4s50_1"
  crit_slowest_cell: "clkdlybuf4s50_1"
  crit_fanout: 16
  start_kind: "primary input"
  critPathCaptureType: "output pin"
  critPathKind: "primary input to output pin"
  cp.arrival_ps: 4130
  worst_ep_required_time_ps: 5280
synth:
  ys_cells: 110
  postSynthSeqShare: 0
  syn_area_sq_um: 807
  synth_warnings: 0
  postSynthCellCount: 110
  avgSynthCellArea_sq_um: 7.34
  yosys_area_sq_um: 807
  synth.distinct_cells: 36
pwr:
  netSwitchingPower_mw: 0.0417
  internal_power_mw: 0.0607
  p_seq_frac: 0
  comb_power_share: 1.000
  power.density_nw_per_um2: 88.3
  pwr-share-clk: 0
  cellLeakagePower_nw: 0.515
  ir_worst_vdd_v: 0.0000311
  sw_frac_of_total: 0.407
final_layout:
  seq_cell_count: 0
  area_delta_synth_final_pct: 43.6
  fillers: 384
  regArea_sq_um: 0
  n_clock_buffer: 0
  final_util: 0.339
  drive_gt1_frac: 0.0216
flow_run:
  cap_violations: 0
  tool_warnings: 41
placed_design:
  place_congestion: 0.907
  io_buffers: 31
  dp_hpwl_um: 1870
hold_path:
  hold_path.class: "primary input to output pin"
  hold_depth: 4
  hold_start: "firstByte_i[9]"
  worstHoldEndpoint: "result_o[9]"
status:
  status: "finished, final reports clean"
-- cells in the final DEF, fill, tap and decap left out, drive strengths merged, types with 2 or more instances in the layout --
cell            n
a211oi          3
a21oi           7
a221oi          3
clkdlybuf4s50  31
fa              2
ha             18
inv            18
mux2i           2
nand2           4
nand2b          3
nand3           2
nor2           10
nor2b           2
nor3            2
o21ai           9
xnor2           7
xor2            2
-- final cells by class --
| type | instances | area (sq um) | share of cell area |
|---|---|---|---|
| Timing Repair Buffer | 31 | 310 | 0.268 |
| Inverter | 19 | 71.3 | 0.0616 |
| Multi-Input combinational cell | 89 | 719 | 0.621 |
| Tap cell | 46 | 57.6 | 0.0497 |
-- synthesized netlist by cell type (all sizes together), types with 2 or more instances --
cell    count  area share
xor2        2       0.022
a21oi       7       0.043
a221oi      3       0.040
a211oi      3       0.034
fa          2       0.050
nor2       10       0.047
nor2b       2       0.016
nand2b      3       0.023
inv        18       0.084
mux2i       2       0.025
o21ai       9       0.056
nand3       2       0.012
buf         2       0.020
nor3        2       0.012
ha         18        0.28
nand2       4       0.019
xnor2       7       0.076
-- per-stage QoR --
stage	total power, mW	worst slack, ps	cell area, sq um	std cells	hold WS (ps)
after floorplan	0.0525	2400	807	110	2770
after global placement	0.104	1140	1160	185	3690
after detailed placement	0.104	1130	1160	185	3720
after CTS	0.105	1130	1160	185	3720
after global routing	0.116	928	1160	185	3750
final	0.102	1150	1160	185	3700
-- critical path: cells and delay by family --
family	cells	cell delay, ps
XOR/XNOR	1	160
AND-OR/OR-AND	4	760
adder cells (fa/ha/maj)	1	400
buffers and inverters	2	1330
AND/OR/NAND/NOR	1	160
-- layer usage --
metal,part of all wire,wire length [um],track usage
met1,0.49,1050,0.0928
met2,0.46,988,0.114
met3,0.051,110,0.00909
met4,0,0,0
met5,0,0,0
-- power groups by stage --
stage	clock network (mW)	logic (mW)	registers (mW)
final	0	0.102	0
after global routing	0	0.116	0
after CTS	0	0.105	0
-- logic make-up (layout without fill, tap and decap cells) --
family / count (synthesis) / after routing / synth area share
buf+inv: 21 / 50 / 0.109
mux: 2 / 2 / 0.0248
compound gates: 35 / 35 / 0.312
xor+xnor: 9 / 9 / 0.0977
simple gates: 23 / 23 / 0.129
fa+ha+maj: 20 / 20 / 0.329
-- worst max path at each step --
stage | cells past startpoint | slack [ps] | startpoint | endpoint
final | 9 | 1150 | sub_i | result_o[6]
after CTS | 9 | 1130 | sub_i | result_o[6]
after global routing | 9 | 930 | sub_i | result_o[6]
No activity file was given, so power comes from the tool's default toggle rates.
